===== config.mk =====
export PLATFORM = sky130hd
export DESIGN_NAME = ALU_Top
export DESIGN_NICKNAME = ALU_Top
export VERILOG_FILES = /design/flow/design.v
export SDC_FILE = /design/flow/constraint.sdc
export NUM_CORES = 4
export LEC_CHECK = 1
export CORE_AREA = 10 10 113 113
export DIE_AREA = 0 0 123 123

===== run.sh =====
#!/bin/bash
# OpenROAD 26Q1-2900-gdf79404cd8, Yosys 0.63+post, stock flow scripts
make -C /OpenROAD-flow-scripts/flow DESIGN_CONFIG=/design/flow/config.mk WORK_HOME=/design/flow/orfs finish

===== constraint.sdc =====
current_design ALU_Top

set clk_period 6.5
set clk_io_pct 0.2

create_clock -name clk0 -period $clk_period [get_ports {CLK100MHZ}]

set non_clock_inputs [all_inputs -no_clocks]
set_input_delay [expr $clk_period * $clk_io_pct] -clock clk0 $non_clock_inputs
set_output_delay [expr $clk_period * $clk_io_pct] -clock clk0 [all_outputs]

===== design.v =====
module ALU( 
    input logic [3:0] a, b,
    input logic [2:0] alusel,    
    input logic cin,
    output logic [3:0] y,
    output logic cout);
    logic [4:0] temp; 
    always_comb
    begin
        temp=5'b00000;
        cout=0;
        case(alusel)    
            3'b000: y=~a;        
            3'b010: y=a&b;       
            3'b100: y=a|b;       
            3'b110: y=a^b;        
            3'b001: 
                begin
                    temp={1'b0,a}+{1'b0,b}+cin;
                    cout=temp[4];
                    y=temp[3:0];
                end      
            3'b011: 
                begin
                    temp={1'b0,a}-{1'b0,b}-cin;
                    cout=temp[4];                    
                    y=temp[3:0];
                end      
            default:y=4'b0000;
        endcase
    end
endmodule
module ALU_Top(
    input logic CLK100MHZ,
    input logic [15:0] SW,
    input logic BTNC,
    output logic DP,
    output logic [7:0] AN,
    output logic [6:0] A2G);
    logic [2:0] alusel;
    logic [3:0] a, b, y;
    logic cin, cout;
    logic [39:0] x;      
    assign alusel = SW[15:13];   
    assign a=SW[12:9];           
    assign b=SW[8:5];            
    assign cin=SW[4];            
    ALU alu(a,b,alusel,cin,y,cout);
    logic [4:0] ADD, SUB, EQU, OFF;
    assign ADD=5'b10000;
    assign SUB=5'b10001;
    assign EQU=5'b10010;
    assign OFF=5'b10011;
    always_comb
        case(alusel)    
            3'b000: x={{1'b0,a},{4{OFF}},EQU,OFF,{1'b0,y}};        
            3'b010: x={{1'b0,a},OFF,{1'b0,b},OFF,OFF,EQU,OFF,{1'b0,y}};       
            3'b100: x={{1'b0,a},OFF,{1'b0,b},OFF,OFF,EQU,OFF,{1'b0,y}};        
            3'b110: x={{1'b0,a},OFF,{1'b0,b},OFF,OFF,EQU,OFF,{1'b0,y}};       
            3'b001: x={{1'b0,a},ADD,{1'b0,b},ADD,{4'b0,cin},EQU,{4'b0,cout},{1'b0,y}};       
            3'b011: x={{1'b0,a},SUB,{1'b0,b},SUB,{4'b0,cin},EQU,{4'b0,cout},{1'b0,y}};       
            default:x={8{OFF}};
        endcase
    mux7seg x7(x,CLK100MHZ,BTNC,DP,AN,A2G);
endmodule
module hex7seg( 
    input logic [4:0] data,      
    output logic [6:0] a2g);
    always_comb
        case(data)
                'h0: a2g = 7'b0000001;
                'h1: a2g = 7'b1001111;
                'h2: a2g = 7'b0010010;
                'h3: a2g = 7'b0000110;
                'h4: a2g = 7'b1001100;
                'h5: a2g = 7'b0100100;
                'h6: a2g = 7'b0100000;
                'h7: a2g = 7'b0001111;
                'h8: a2g = 7'b0000000;   
                'h9: a2g = 7'b0000100;
                'hA: a2g = 7'b0001000;
                'hB: a2g = 7'b1100000;
                'hC: a2g = 7'b0110001;
                'hD: a2g = 7'b1000010;
                'hE: a2g = 7'b0110000;
                'hF: a2g = 7'b0111000;
                'h10: a2g = 7'b1001110;      
                'h11: a2g = 7'b1111110;      
                'h12: a2g = 7'b1110110;      
                'h13: a2g = 7'b1111111;      
            default: a2g = 7'b1111111;       
        endcase          
endmodule
module mux7seg( 
    input logic [39:0] x,
    input logic clk,
    input logic clr,     
    output logic dp,
    output logic [7:0] an,    
    output logic [6:0] a2g );
    logic [2:0] s;  
    logic [4:0] digit;
    logic [20:0] clkdiv; 
    assign dp = 1;        
    assign s = clkdiv[20:18];
    always_comb
        case(s)
            0: digit = x[4:0]; 
            1: digit = x[9:5];
            2: digit = x[14:10];
            3: digit = x[19:15];
            4: digit = x[24:20];
            5: digit = x[29:25];
            6: digit = x[34:30];
            7: digit = x[39:35];
            default: digit = 5'b0;
        endcase
    always_comb
        case(s)
           0: an = 8'b1111_1110;
           1: an = 8'b1111_1101;
           2: an = 8'b1111_1011;
           3: an = 8'b1111_0111;
           4: an = 8'b1110_1111;
           5: an = 8'b1101_1111;
           6: an = 8'b1011_1111;
           7: an = 8'b0111_1111;
           default: an = 8'b1111_1111;    
        endcase
    always @(posedge clk, posedge clr)
        if(clr == 1) clkdiv <= 0;
        else         clkdiv <= clkdiv + 1;
    hex7seg s7(.data(digit),.a2g(a2g) );
endmodule

==> flow_summary.toml <==
# generated from flow reports
[outcome]
run_status = "finished, final reports clean"

[clock_tree]
cts-htree-levels = 1
cts_tree = "done"
cts.sinks = 21
clockBufferDepth = 2
root_buffer = "clkbuf_8"
clkTransAtPathRegs_ps = 80
clk_latency_ps = 260
hold_buffers = 0
cts_made_buffers = 3

[power]
p_leak_nw = 1.188
p_total_mw = 0.3614
p_per_area_nw_per_um2 = 131.5
ir_drop_v = 0.00007867

[layout]
utilization_pct = 26.62
postLayoutCellArea_um2 = 2748
largest_reg_flops = 21
area_delta_synth_final_pct = 26.64
largest-register = "x7.clkdiv"
largestRegisters = "x7.clkdiv (21)"
drive_gt1_share_pct = 13.45

[critical_path]
worstPathRequired_ps = 5200
critPathMaxFanout = 4
critPathKind = "in -> out"
start_kind = "primary input"
arrival_ps = 5000
crit_path_end_kind = "output port"

[global_routing]
grt_pass1_wl_mm = 8.880
overflow = 0
antenna_found_initial = 0
grt_max_degree = 22
first_global_vias = 1789
gr-usage-all-layers_pct = 6.957

[job]
openroad.warnings = 42
maxCapViolations = 0

[place]
post-dp-hpwl_mm = 4.153
post-place-ws_ps = -11.47
port_buffers = 28
place_area_um2 = 2618
gp_congestion = 0.9102

[die]
dieWidth_um = 123
chipArea_um2 = 15130
rows = 37
initial_core_util_pct = 21.02
die_h_um = 123
io_pins = 34
coreArea_um2 = 10320

[sta]
relSlewSlack_pct = 48.87
fin_crit_sh_pct = 96.95
finalSetupViolCount = 0
min_period_ps = 6302
fin_tns_setup_ps = 0
worstMarginPinSlew_ps = 766.0
setup_ws_ps = 198.4
fin_skew_ps = 6.976
rsz0062_at_grt = "true"
finalMaxSlewViolations = 0
fmax_mhz = 158.7
hold_viol_final = 0

[synth]
avgSynthCellArea_um2 = 8.442
netlist_logic_family_top = "simple AND/OR/NAND/NOR gates"
synthMuxAreaShare_pct = 2.307
top_area_share_pct = 24.22
yosys-stat-area_um2 = 2170
synth_cells = 257
synth_flops = 21
area_leaders = "dfrtp_1 24%, ha_1 12%, xnor2_1 7.3%"
synth_top_cell_by_area = "dfrtp_1"
yosysSeqAreaShare_pct = 24.22
ys_sh_xor_pct = 8.881
synth.distinct_cells = 59
ys_sh_simple_pct = 22.26
edf_count = 0
synth-async-reset-ratio_pct = 100.0
yosys_warnings = 4
ys_cells = 257
synth_area_um2 = 2170
compound_area_share_pct = 19.84
fa_ha_area_share_pct = 15.80
ff_type = "dfrtp_1"

[route]
totalWireLength_mm = 5.225
detail-route-antenna-nets = 0
drc = 0
wl_per_cell_um = 12.27
num_antenna_cells = 0
first_pass_iters = 4
via_per_inst = 4.514
drt_iter0_drc = 153
vias = 1923

[min_path]
hp-class = "reg -> reg"
-- kinds of logic after synthesis --
family	after synthesis
XOR/XNOR	22
AND-OR/OR-AND	56
flip-flops	21
other	1
adder cells (fa/ha/maj)	25
buffers and inverters	32
AND/OR/NAND/NOR	95
multiplexers	5
-- per-stage QoR --
step / hold slack [ps] / std cells
after global placement: 446.4 / 419
after global routing: 490.8 / 426
final: 460.9 / 426
after floorplan: 433.7 / 257
after detailed placement: 450.0 / 419
after CTS: 462.0 / 423
-- worst max-delay path, cell delays in order --
cell             delay [ps]
clkdlybuf4s50_1         490
inv_2                    60
fa_1                    590
inv_1                    60
ha_1                    200
nor2_2                  140
fa_2                    220
nand2b_1                 70
a21oi_2                 140
xnor2_1                 150
a31oi_2                 130
o31ai_2                 250
buf_4                   160
buf_6                   110
ha_4                    130
o21ai_0                  80
a221o_1                 300
clkdlybuf4s50_1         420
-- final timing paths --
path	startpoint	end	slack (ps)	cells after the start
max	SW[5]	A2G[1]	200	18
min	x7.clkdiv[17]$_DFF_PP0_	x7.clkdiv[17]$_DFF_PP0_	460	1
max reg2reg	x7.clkdiv[2]$_DFF_PP0_	x7.clkdiv[17]$_DFF_PP0_	4740	6
min reg2reg	x7.clkdiv[17]$_DFF_PP0_	x7.clkdiv[17]$_DFF_PP0_	460	1
max in group asynchronous	BTNC	x7.clkdiv[15]$_DFF_PP0_	4540	2
min in group asynchronous	BTNC	x7.clkdiv[9]$_DFF_PP0_	1470	2
-- cells in the mapped netlist, drive strengths merged, types with 2 or more instances --
library cell,count
ha,21
fa,4
nand4,6
a211oi,3
and3,5
a21oi,7
o211a,2
a31oi,3
xnor2,18
a221o,2
o21ai,13
clkbuf,3
or3,3
nor2b,8
nand3,7
nand2b,3
nand2,28
and2b,2
nor2,21
buf,6
xor2,4
and2,4
o221ai,2
o211ai,6
nor4,2
nor3,2
dfrtp,21
a221oi,2
a22oi,2
mux2i,5
inv,23
a2111oi,2
-- routing by layer --
| metal | wire (µm) | GRT usage, % | up-vias |
|---|---|---|---|
| li1 | - | - | 969 |
| met1 | 2617 | 10.68 | 912 |
| met2 | 2239 | 10.34 | 40 |
| met3 | 354 | 1.434 | 2 |
| met4 | 14 | 0.3639 | 0 |
| met5 | 0 | 0 | - |
-- placed cells by master (no fill, tap or decap), drive strengths merged, types with 5 or more instances in the layout --
master,count
nand4,6
buf,10
a21oi,7
nor2b,8
nand3,7
xnor2,18
o211ai,6
clkdlybuf4s50,27
inv,23
nor2,21
ha,21
o21ai,13
dfrtp,21
mux2i,5
and3,5
nand2,28
-- where the power goes --
| group | internal (mW) | leakage (nW) | switching, mW |
|---|---|---|---|
| Clock | 0.0426 | 0.0255 | 0.0404 |
| Combinational | 0.0759 | 0.879 | 0.0719 |
| Sequential | 0.131 | 0.284 | 0 |
-- cell type report --
cell class	instances	area (µm²)
Fill cell	1073	7576
Multi-Input combinational cell	204	1554
Sequential cell	21	525.5
Timing Repair Buffer	38	365.4
Tap cell	136	170.2
Inverter	23	86.33
Clock buffer	3	41.29
Clock inverter	1	5.005
-- timing repair --
action / 4_1_cts / 5_1_grt
resized: 1 / 16
pin swaps: 0 / 8
buffers inserted: 0 / 3
setup endpoints to repair: 1 / 6
Power and IR drop assume default switching activity.
